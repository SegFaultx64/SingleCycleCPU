==> flow/design.v <==
`timescale 1ns / 1ps
module Mux_ALU1In2(
    input [15:0] Input1,
    input [15:0] Input2,
    input [15:0] Input3,
    input [2:0] Selection,
    output reg [15:0] Output
    );
	always @ (Selection or Input1 or Input2)
	begin
		if( Selection == 0)
			Output = Input1;
		if( Selection == 1)
			Output = Input2;
		if( Selection == 2)
			Output = 1;
		if( Selection == 3)
			Output = 96;
		if( Selection == 4)
			Output = 97;
		if( Selection == 5)
			Output = 144;
		if( Selection == 6)
			Output = 0;
		if(Selection == 7)
			Output = Input3;
	end
endmodule
==> flow/run.sh <==
#!/bin/bash
# OpenROAD 26Q1-2900-gdf79404cd8, Yosys 0.63+post, stock flow scripts
make -C /OpenROAD-flow-scripts/flow DESIGN_CONFIG=/design/flow/config.mk WORK_HOME=/design/flow/orfs finish
==> flow/config.mk <==
export PLATFORM = sky130hd
export DESIGN_NAME = Mux_ALU1In2
export DESIGN_NICKNAME = Mux_ALU1In2
export VERILOG_FILES = /design/flow/design.v
export SDC_FILE = /design/flow/constraint.sdc
export NUM_CORES = 4
export LEC_CHECK = 1
export CORE_AREA = 10 10 71 71
export DIE_AREA = 0 0 81 81
==> flow/constraint.sdc <==
current_design Mux_ALU1In2

set clk_period 2.2
set clk_io_pct 0.2

create_clock -name clk0 -period $clk_period

set non_clock_inputs [all_inputs -no_clocks]
set_input_delay [expr $clk_period * $clk_io_pct] -clock clk0 $non_clock_inputs
set_output_delay [expr $clk_period * $clk_io_pct] -clock clk0 [all_outputs]
==> results.py <==
# Metrics from the implementation run
metrics = {
    "outcome": {
        "status": "complete, no violations",
    },
    "logic_synthesis": {
        "ys_sh_adder_pct": 0,
        "ys_cells": 82,
        "area_leaders": "dlxtn_1 (35%), mux2i_1 (16%), o21ai_2 (13%)",
        "ys_area_um2": 681,
        "largest_area_cell": "dlxtn_1",
        "top_cell_area_share_pct": 35.3,
        "muxShareOfSynthArea_pct": 16.2,
        "ys_sh_xor_pct": 0,
        "ys_types": 21,
        "synth_warnings": 1,
        "syn_inst": 82,
        "ys_ff": 16,
        "syn_area_per_cell_um2": 8.30,
        "ys_sh_simple_pct": 19.3,
        "synth-compound-area-share_pct": 21.9,
        "ys_top_logic_family": "AND-OR/OR-AND gates",
        "syn_area_um2": 681,
    },
    "floorplanning": {
        "std_cell_rows": 22,
        "die_height_um": 81,
        "fp-utilization_pct": 18.7,
        "io_pins": 67,
        "dieArea_um2": 6560,
        "dieWidth_um": 81,
        "core_area_um2": 3630,
    },
    "placed_design": {
        "dp_hpwl_mm": 2.21,
        "portBuffers": 67,
        "placed_area_um2": 1430,
        "pre_cts_slack_ns": -0.952,
        "place_congestion": 0.748,
    },
    "detailed_routing": {
        "drt_iter0_drc": 31,
        "vias": 787,
        "vias_per_cell": 3.77,
        "drtPass1Iterations": 2,
        "wirelength_mm": 2.63,
        "drc": 0,
        "ant_nets": 0,
        "wl_per_cell_um": 12.6,
        "antenna_cells": 0,
    },
    "sta": {
        "setup_viol": 0,
        "finalCriticalPeriod_ns": 2.16,
        "drv_slew": 0,
        "unclocked_pins": 16,
        "layout_setup_ws_ns": 0.0364,
        "fmax_ghz": 0.462,
        "finalCritPeriodShare_pct": 98.3,
        "untimed_endpoints": 16,
        "finalHoldViolCount": 0,
    },
    "cells_and_area": {
        "fin_area_um2": 1450,
        "fillers": 380,
        "seq_area_um2": 243,
        "logic_area_um2": 489,
        "syn2layout_area_growth_pct": 113,
        "largest_reg_flops": 16,
        "final_layout_size_suffix_gt1_share_pct": 13.0,
        "post-route-util_pct": 39.9,
    },
    "pwr": {
        "powerDensity_nw_per_um2": 142,
        "leakagePower_uw": 0.000702,
        "ir_drop_mv": 0.0654,
    },
    "setup_path": {
        "crit_fanout": 1,
        "cp.arrival_ns": 1.72,
        "cp.required_ns": 1.76,
        "path_class": "in -> out",
        "crit_slowest_cell": "clkdlybuf4s50_1",
        "critical-path-max-stage-delay_ns": 0.45,
        "cp-end-kind": "output pin",
        "crit_chain": "clkdlybuf4s50_1, nor2_1, a2bb2oi_1, a21oi_1, dlxtn_1, clkdlybuf4s15_1",
        "cp-start-kind": "input pin",
    },
    "run": {
        "warnings": 33,
        "max-cap-violations": 0,
    },
    "global_routing": {
        "grt_max_degree": 25,
        "first_global_vias": 810,
        "antenna_found_initial": 0,
        "grt_pass1_wl_mm": 3.99,
        "overflow": 0,
        "grt_util_all_layers_pct": 7.58,
    },
}
## metrics by stage
step | TNS, ns | cells | power (uW)
floorplan | 0 | 97 | 90.0
CTS | -0.130 | 209 | 206
detailed placement | -13.40 | 208 | 210
global placement | -13.53 | 208 | 208
finish | 0 | 209 | 206
global route | -0.00198 | 209 | 224
## layout make-up
| type | instances | share of cell area (%) |
|---|---|---|
| Timing Repair Buffer | 67 | 45.1 |
| Sequential cell | 16 | 16.8 |
| Inverter | 1 | 0.259 |
| Tap cell | 48 | 4.15 |
| Multi-Input combinational cell | 77 | 33.8 |
## Yosys cell counts
library cell	count
dlxtn_1	16
nand2_1	15
mux2i_1	11
o21ai_2	10
nand3_1	4
o21ai_0	3
a32oi_1	2
and3_1	2
buf_4	2
buf_6	2
nand2b_1	2
nor2_1	2
nor3_1	2
o211ai_1	2
a21oi_1	1
a2bb2oi_1	1
buf_2	1
conb_1	1
inv_1	1
nor2b_1	1
or2_1	1
## cells by family after synthesis
logic type,count (synthesis)
AND-OR/OR-AND,19
other,1
latches,16
buffers and inverters,6
AND/OR/NAND/NOR,29
multiplexers,11
## worst max path at each step
stage | start | end | cells after the start
after CTS | Input1[1] | Output[1] | 5
final | Input1[0] | Output[0] | 6
after global routing | Input1[0] | Output[0] | 6
## power by group
part | internal (uW) | switching (uW)
registers | 26.1 | 2.18
logic | 119 | 59.0
clock network | 0 | 0
total | 145 | 61.2
## routing by layer
layer | global-route usage [%] | routed length, um | vias up
li1 | - | - | 432
met1 | 8.12 | 918 | 337
met2 | 15.3 | 1550 | 18
met3 | 1.89 | 159 | 0
met4 | 0 | 0 | 0
met5 | 0 | 0 | -
## repair_timing
| item | in CTS | in global routing |
|---|---|---|
| hold buffers | 0 | 0 |
| resized | 42 | 7 |
| buffers inserted | 0 | 0 |
| pin swaps | 15 | 4 |
| endpoints found under the setup margin | 16 | 3 |
| gates cloned | 2 | 0 |
## cells in the final DEF, fill, tap and decap left out, types with 2 or more instances in the layout
cell and n:
dlygate4sd2_1 16, dlymetal6s2s_1 2, nand3_1 4, o211ai_1 2, o21ai_0 2, dlxtn_2 2
clkdlybuf4s50_1 45, or2_4 2, nand2_1 15, nor3_1 2, mux2i_1 11, dlxtn_1 14
conb_1 16, o21ai_2 10, nor2_1 2
## worst max-delay path, delay by kind of cell
family          cells  cell delay, ns
compound gates      2            0.26
latches             1            0.35
buf+inv             2            0.63
simple gates        1            0.04
Power figures rest on the tool's default switching activity, not on a simulated workload.
