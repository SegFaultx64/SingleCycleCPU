==> /design/flow/design.v <==
`timescale 1ns / 1ps
module Mux_RegInData(
    input [15:0] Input1,
    input [15:0] Input2,
    input [15:0] Input3,
	 input [15:0] Input4,
	 input [15:0] PC,
    input [2:0] Selection,
    output reg [15:0] Output
    );
	always @ (Selection or Input1 or Input2 or Input3 or Input4 or PC)
	begin
		if( Selection == 0)
			Output = Input1;
		if( Selection == 1)
			Output = Input2;
		if( Selection == 2)
			Output = Input3;
		if( Selection == 3)
			Output = 95;
		if( Selection == 4)
			Output = 200;
		if( Selection == 5)
			Output = -1;
		if( Selection == 6)
			Output = PC;
		if( Selection == 7)
			Output = Input4;
	end
endmodule
==> /design/flow/run.sh <==
#!/bin/bash
# OpenROAD 26Q1-2900-gdf79404cd8, Yosys 0.63+post, stock flow scripts
make -C /OpenROAD-flow-scripts/flow DESIGN_CONFIG=/design/flow/config.mk WORK_HOME=/design/flow/orfs finish
==> /design/flow/config.mk <==
export PLATFORM = sky130hd
export DESIGN_NAME = Mux_RegInData
export DESIGN_NICKNAME = Mux_RegInData
export VERILOG_FILES = /design/flow/design.v
export SDC_FILE = /design/flow/constraint.sdc
export NUM_CORES = 4
export LEC_CHECK = 1
export CORE_AREA = 10 10 108 108
export DIE_AREA = 0 0 118 118
==> /design/flow/constraint.sdc <==
current_design Mux_RegInData

set clk_period 6.4
set clk_io_pct 0.2

create_clock -name clk0 -period $clk_period

set non_clock_inputs [all_inputs -no_clocks]
set_input_delay [expr $clk_period * $clk_io_pct] -clock clk0 $non_clock_inputs
set_output_delay [expr $clk_period * $clk_io_pct] -clock clk0 [all_outputs]
==> results.txt <==
Observations from the implementation run.

Detailed routing:
- The run puts the sum of routed wire length over all layers at 5.05 mm.
- The run gives the via count as 1,430.
- The run puts the post-detailed-route wirelength per cell at 13.3 um.
- The run gives the number of DRC violations after detailed-routing iteration 0 as 34.
- In this run the remaining antenna-violating nets after routing total 0.
- In the routed layout, each cell is associated on average with a via count of 3.77.
- The run puts the first-pass iteration count of the detailed router at 4.
- The script parses the final routing iteration and logs DRC violations as 0.
- The run puts the diode insertion count for antenna repair at 0.

Global route:
- The run puts the via count of the first global-routing pass at 1,552.
- The run puts the sum of overflow across all layers after global routing at 0.
- The run puts the first-pass GRT wire length at 8.15 mm.
- The run gives the global router's overall resource usage as 6.95%.
- The run gives the largest net degree at the start of global routing as 51.
- The run puts the number of antenna violations at the first check in global routing at 0.

Die:
- In this run the count of I/O pins placed on the die edge is 99.
- The run puts the floorplan core density at 12.0%.
- After floorplanning, the die was sized to cover 13,900 um2.
- For reference, the placement row count at floorplan is 35.
- The die is 118 um wide.
- Per the OpenROAD floorplan log, the height of the die is 118 um.
- The run puts the placeable core area at 9280 um2.

Setup path:
- The run gives the type of the setup path with the least slack as in2out.
- STA classifies the critical path endpoint as a primary output.
- OpenSTA lists the critical path startpoint as Selection[1].
- The run gives the data required time at the worst endpoint as 5120 ps.
- The run puts the top fanout value on the critical path at 34.
- The run gives the critical path endpoint as Output[7].
- The data arrival time reported for the critical path is 3660 ps.
- The run gives the type of origin of the critical path as an input pin.

Synthesis:
- The run gives the most used standard cell by instance count after synthesis as sky130_fd_sc_hd__dlxtn_1.
- By count the netlist is led by 16 x sky130_fd_sc_hd__dlxtn_1, 13 x sky130_fd_sc_hd__nor2_1, 11 x sky130_fd_sc_hd__o221ai_1.
- The run puts the total number of yosys warnings at 1.
- The run puts the number of distinct library cell variants in the gate-level netlist after synthesis at 30.
- Post-synth the commonest register cell is sky130_fd_sc_hd__dlxtn_1.
- The run gives the combined area of all synthesized cells as 1110 um2.
- The run puts the number of cells in Yosys stat at 146.
- The run puts the instance tally after logic synthesis at 146.
- Sorting the synthesized cells by area gives the leading types as sky130_fd_sc_hd__dlxtn_1 22%, sky130_fd_sc_hd__o221ai_1 8.7%, sky130_fd_sc_hd__a32o_1 8.1%.
- Yosys mapped a number of flops with a built-in enable equal to 0.
- The synthesized design devotes to its leading area cell type 21.6% of total area.
- The run puts the register bit total from synthesis at 16.
- Counting flops with an async set or reset pin after synthesis yields a share of 0%.
- The run gives the post-synthesis cell type with the largest combined area as sky130_fd_sc_hd__dlxtn_1.
- Per the post-synthesis stats, the area per cell is 7.61 um2.
- In the synthesis report, Yosys lists the chip area as 1110 um2.

Placed design:
- The run gives the placement-stage cell area as 2260 um2.
- Input and output buffers added on the ports amount to 99.
- The run puts the setup slack after placement at 1380 ps.
- The run puts the last weighted congestion value of the routability-driven placer at 0.725.
- The run puts the detailed placement HPWL at 4.08 mm.

Final timing:
- The run gives the smallest setup slack after layout as 1460 ps.
- The run gives the number of endpoints with negative hold slack in the final report as 0.
- The run puts the maximum frequency from static timing analysis at 0.202 GHz.
- The run gives the final worst-path cycle share as 77.2%.
- Per the final report, max-transition violations number 0.
- 16 endpoints have no timing constraint.
- The run puts the final setup TNS at 0 ps.
- The run puts the number of setup violations in the final report at 0.
- Setup repair after global routing left no endpoint under its margin.
- The run gives the minimum clock period as 4940 ps.
- The run puts the number of register pins that no clock reaches at 16.

Pwr:
- The final power report lists total power as 127 uW.
- The run puts the maximum vdd ir drop at 0.0000304 V.
- The run gives the total leakage power as 0.000880 uW.
- The run gives the power density over the cells as 56.5 nW/um2.

Run:
- The run gives the warning total across the stage logs as 32.
- The run reported a max-capacitance violation count of 0.

Final layout:
- Fill cells in the final layout number 1,059.
- The multi-input combinational cells in the finished layout cover a total of 806 um2.
- The run puts the proportion of layout cells with a drive suffix above 1 at 4.00%.
- The run gives the area taken by flip-flops and latches as 240 um2.
- The run gives the final design area excluding fillers as 2260 um2.
- The register with the most flip-flops in the layout has 16 of them.
- The area growth from synthesis to layout is 103%.

CTS:
- The run puts the count of hold buffers inserted by post-cts repair at 0.
- After clock tree synthesis, the setup repair step added 0 buffers.
- After clock tree synthesis, the repair step resized 0 gates.

Outcome:
- The flow ran to the end, and the final reports show no timing, DRC or antenna violations.
==> metal layers <==
| layer | GRT usage (%) | share of wire, % |
|---|---|---|
| met2 | 11.0 | 43 |
| met5 | 0 | 0 |
| met1 | 9.21 | 46 |
| met4 | 0 | 0 |
| met3 | 2.77 | 10 |
==> layout by cell type (no fill, tap or decap) <==
master / netlist / final
sky130_fd_sc_hd__o2bb2ai_1: 2 / 2
sky130_fd_sc_hd__mux2i_1: 7 / 7
sky130_fd_sc_hd__a32o_1: 9 / 9
sky130_fd_sc_hd__a22o_1: 1 / 1
sky130_fd_sc_hd__o21ai_1: 8 / 8
sky130_fd_sc_hd__or2_1: 1 / 1
sky130_fd_sc_hd__a21o_1: 1 / 1
sky130_fd_sc_hd__o21ba_1: 4 / 4
sky130_fd_sc_hd__buf_4: 4 / 3
sky130_fd_sc_hd__conb_1: 1 / 16
sky130_fd_sc_hd__nor2_1: 13 / 13
sky130_fd_sc_hd__buf_2: 7 / 1
sky130_fd_sc_hd__or3b_4: 1 / 1
sky130_fd_sc_hd__o21a_1: 4 / 4
sky130_fd_sc_hd__nor2_2: 1 / 1
sky130_fd_sc_hd__nor2_4: 1 / 1
sky130_fd_sc_hd__nand3b_1: 10 / 10
sky130_fd_sc_hd__dlxtn_1: 16 / 16
sky130_fd_sc_hd__o21ai_0: 3 / 3
sky130_fd_sc_hd__o22ai_2: 1 / 1
sky130_fd_sc_hd__nand3_1: 9 / 9
sky130_fd_sc_hd__inv_2: 1 / 1
sky130_fd_sc_hd__nand2_2: 1 / 1
sky130_fd_sc_hd__inv_1: 10 / 10
sky130_fd_sc_hd__o211ai_1: 1 / 1
sky130_fd_sc_hd__o22ai_1: 7 / 7
sky130_fd_sc_hd__o221ai_1: 11 / 11
sky130_fd_sc_hd__clkdlybuf4s50_1: 0 / 98
sky130_fd_sc_hd__nand2b_1: 9 / 9
==> where the power goes <==
part	total, uW	leakage [uW]	switching, uW	internal (uW)
Clock	0	0	0	0
Sequential	12.6	0.000130	1.13	11.5
Combinational	115	0.000750	38.6	76.3
Total	127	0.000880	39.7	87.8
==> cells by family after synthesis <==
| group | Yosys count | share of synthesized area [%] |
|---|---|---|
| latches | 16 | 21.6 |
| mux | 7 | 6.31 |
| simple gates | 46 | 24.0 |
| buf+inv | 24 | 10.9 |
| other cells | 1 | 0.338 |
| compound gates | 52 | 36.8 |
==> through the flow <==
step / instances / utilization (%)
finish: 379 / 24.3
global route: 379 / 24.3
CTS: 379 / 24.3
detailed placement: 379 / 24.3
global placement: 379 / 24.3
floorplan: 161 / -
==> final cells by class <==
cell class	count	area share, %
Multi-Input combinational cell	121	35.7
Tap cell	129	7.15
Timing Repair Buffer	102	44.7
Sequential cell	16	10.6
Inverter	11	1.83
==> worst max-delay path: stages <==
cell                              delay, ps
sky130_fd_sc_hd__clkdlybuf4s50_1        450
sky130_fd_sc_hd__buf_4                  350
sky130_fd_sc_hd__nand2_2                240
sky130_fd_sc_hd__nor2_4                 350
sky130_fd_sc_hd__a22o_1                 210
sky130_fd_sc_hd__dlxtn_1                330
sky130_fd_sc_hd__clkdlybuf4s50_1        450
Power and IR drop assume default switching activity.
